**flow/design.v**
```verilog
module mdinterface
	(
	input CLOCK_50,
	inout [7:0] DATA,
	input [1:0] ADDRESS,
	input IC,
	input CS,
	input RD,
	input WR,
	output AUDIO_L,
	output AUDIO_R,
	output D_PHI,
	output D_C1,
	output D_C2,
	output D_DATA_o_z
	);
	wire MCLK;
	wire reset = 1'h0;
	pll clkpll
		(
		.refclk(CLOCK_50),
		.rst(reset),
		.outclk_0(MCLK)
		);
	wire VCLK;
	reg dff1;
	reg dff2;
	reg dff3;
	reg dff4;
	always @ (posedge MCLK)
	begin
		if (reset)
		begin
			dff1 <= 0;
			dff2 <= 0;
			dff3 <= 0;
			dff4 <= 0;
		end
		else
		begin
			dff1 <= dff4;
			dff2 <= dff1;
			dff3 <= ~(dff1 | dff2);
			dff4 <= dff3;
		end
	end
	assign VCLK = ~dff4;
	wire [7:0] data_o;
	wire data_o_z;
	assign DATA = data_o_z ? 'bz : data_o;
	assign D_DATA_o_z = data_o_z;
	wire [8:0] mol, mor;
	wire [9:0] mol_2612, mor_2612;
	ym3438 fm
		(
		.MCLK(MCLK),
		.PHI(VCLK),
		.DATA_i(DATA),
		.DATA_o(data_o),
		.DATA_o_z(data_o_z),
		.TEST_i(0),
		.TEST_o(),
		.TEST_o_z(),
		.IC(IC),
		.CS(CS),
		.WR(WR),
		.RD(RD),
		.ADDRESS(ADDRESS),
		.IRQ(),
		.MOL(mol),
		.MOR(mor),
		.d_c1(D_C1),
		.d_c2(D_C2),
		.MOL_2612(mol_2612),
		.MOR_2612(mor_2612)
		);
	assign D_PHI = VCLK;
	delta_sigma_2612 ds_l
		(
		.VCLK(VCLK),
		.pcm(mol_2612),
		.audio_o(AUDIO_L)
		);
	delta_sigma_2612 ds_r
		(
		.VCLK(VCLK),
		.pcm(mor_2612),
		.audio_o(AUDIO_R)
		);
endmodule
module delta_sigma(
	input VCLK,
	input [8:0] pcm,
	output audio_o
	);
	wire [15:0] data_in = pcm - 16'h100;
	reg [15:0] data;
	wire data_msb = data[15];
	wire [15:0] adc = data_msb ? 127 : -128;
	wire [15:0] delta = data_in - adc;
	wire [15:0] sigma = delta + data;
	assign audio_o = data_msb;
	always @(posedge VCLK)
	begin
		data <= sigma;
	end
endmodule
module delta_sigma_2612(
	input VCLK,
	input [9:0] pcm,
	output audio_o
	);
	wire [9:0] pcm2 = pcm;
	wire [15:0] data_in = { {6{pcm2[9]}}, pcm2 };
	reg [15:0] data;
	wire data_msb = data[15];
	wire [15:0] adc = data_msb ? 63 : -64;
	wire [15:0] delta = data_in - adc;
	wire [15:0] sigma = delta + data;
	assign audio_o = data_msb;
	always @(posedge VCLK)
	begin
		data <= sigma;
	end
endmodule
```
**flow/run.sh**
```bash
#!/bin/bash
# OpenROAD 26Q1-2900-gdf79404cd8, Yosys 0.63+post, stock flow scripts
make -C /OpenROAD-flow-scripts/flow DESIGN_CONFIG=/design/flow/config.mk WORK_HOME=/design/flow/orfs finish
```
**flow/config.mk**
```make
export PLATFORM = sky130hd
export DESIGN_NAME = delta_sigma_2612
export DESIGN_NICKNAME = delta_sigma_2612
export VERILOG_FILES = /design/flow/design.v
export SDC_FILE = /design/flow/constraint.sdc
export NUM_CORES = 4
export LEC_CHECK = 1
export CORE_UTILIZATION = 30
```
**flow/constraint.sdc**
```tcl
current_design delta_sigma_2612

set clk_period 6.0
set clk_io_pct 0.2

create_clock -name clk0 -period $clk_period [get_ports {VCLK}]

set non_clock_inputs [all_inputs -no_clocks]
set_input_delay [expr $clk_period * $clk_io_pct] -clock clk0 $non_clock_inputs
set_output_delay [expr $clk_period * $clk_io_pct] -clock clk0 [all_outputs]
```
==> run summary <==
Implementation summary

The OpenROAD report gives the critical path a required time of 6180 ps. For reference, the critical path cell chain is clkdlybuf4s50_1 > fa_1 > ha_1 > a21oi_4 > nand2_1 > a221o_1 > a21oi_1 > xnor2_1. The delay of the slowest cell on the worst path is 760 ps. The total overflow left after global routing is 0.

The global-route usage over all layers is 11.8%. The maximum clock skew at final layout is 3.23 ps. The wire length of the first global-routing pass is 4.84 mm. The number of logged tool warnings is 26. The total iterations of the first detailed-routing run is 4.

For reference, the most critical setup path is categorized as input pin to flop. The clock tree has to reach 16 sinks. The total non-filler cell area in the finished layout is 1780 µm².

The number of antenna violations at the first check in global routing is 0. The post-detailed-routing wire length is 2.76 mm. The clock buffer count from CTS is 3. The effective utilization at floorplan is 31.9%. The timing-limited maximum frequency is 274 MHz.

The register ranked first by flip-flop count is data. The number of maximum-capacitance constraint violations is 0. The final period utilization is 60.8%. The die is 73.5 µm wide. The flow ran to the end, and the final reports show no timing, DRC or antenna violations. Setup repair after global routing left no endpoint under its margin. The via count is 1151. Summed over all nets, the half-perimeter wirelength after detailed placement is 2.18 mm. In the final layout, the registers with the most flip-flops are data (16). The number of buffer and inverter instances along the worst setup path is 1.

The final-layout setup total negative slack is 0 ps. The via count of the first global-routing pass is 1080. After floorplanning, the core was sized to cover 4820 µm². The highest-count logic cell in the final layout is inv_1. The clock tree from TritonCTS is built. The average vias per placed instance is 4.70. In this run the number of H-tree levels came out at 1. The final timing report counts setup violations totalling 0. The cell total in the yosys stat output is 165.

The nature of the critical path startpoint is an input pin. During synthesis, Yosys emitted a total of 2 warnings. Dividing the detail-routed wire length by the instance count gives 11.2 µm. The arrival time at the worst endpoint is 3830 ps. The number of enable-type register cells in the synthesized netlist is 0.

The transition time at the pin with the least slew margin is 731 ps. The post-CTS repair timing setup buffer count is 0. The largest net degree at the start of global routing is 12.

The register with the most flip-flops in the layout has 16 of them. STA lists the maximum fanout along the critical path as 9. The final hold violation count recorded for this run is 0. The registers of the reported paths see a clock transition of 70 ps. The floorplan has 25 rows. The count of boundary I/O pins is 12. For this block, the initial DRC count from the detailed router was 77. The commonest register cell is dfxtp_1.

The post-synthesis cell count is 165. Relative to the synthesized area, the layout overhead comes to 15.9%. Per the detail_route report, DRC violations left total 0. Per the post-synthesis stats, the area per cell is 9.30 µm². In the final layout, the share of cells above drive strength 1 is 6.18%.

Nets still carrying antenna violations after routing amount to 0. The master of the slowest instance on the critical path is clkdlybuf4s50_1.

The later pin in the worst-skew pair is clocked with a latency of 250 ps. The vertical die size is 73.5 µm. For reference, the final report shows the max-slew violation count at 0. The post-cts sizing count is 0. Looking at the clock tree report, the root buffer type is clkbuf_8.

For this run, the chip area from Yosys synthesis comes to 1540 µm². The report puts the hold buffer count at CTS at 0. The library cells used most frequently in the layout, excluding fill and tap cells, are inv_1 (27), ha_1 (17), dfxtp_1 (16). The tally of buffers added on design ports is 11. The longest clock path from root to sink contains 2 buffers. The routability congestion estimate is 0.900. The kind of cell with the highest combined delay along the critical path is adder cells.

The die outline area is 5410 µm². In this run the cell area of the synthesized design comes to 1540 µm². The placement-stage cell area is 1720 µm². After synthesis the netlist holds a flip-flop and latch count of 16. The worst hold path belongs to the class flop to flop. Synthesis instantiated 36 different standard cells from the library. The worst path in the final design needs a cycle of 3650 ps, including I/O delays and setup. The share of synthesized area occupied by flip-flops and latches is 20.9%.

The total inserted antenna cells is 0. The relative max-transition margin is 51.2%. The worst setup path is captured at a flop. The synthesis report gives the async set-or-reset register share as 0%.
## metal layers
layer  GRT usage [%]  vias up  wire [µm]
met5               0        -          0
met4            1.28        0         21
met3            1.39        2        150
met2            17.8       27       1160
met1            19.2      534       1420
li1                -      588          -
## logic make-up after synthesis
kind of cell / count (synthesis) / synth area share, %
compound gates: 37 / 17.5
xor+xnor: 12 / 6.85
fa+ha+maj: 32 / 33.4
buf+inv: 30 / 7.42
flops: 16 / 20.9
mux: 3 / 2.04
simple gates: 35 / 11.9
## cell usage after synthesis (3+ instances only)
cell type / instances / area [µm²]
a21oi_1: 12 / 60.1
nand3_1: 5 / 25.0
o211ai_1: 3 / 22.5
nor2_1: 7 / 26.3
ha_1: 17 / 213
a21o_1: 4 / 30.0
nand2b_1: 3 / 18.8
inv_1: 27 / 101
o21ai_0: 3 / 15.0
a311oi_1: 4 / 35.0
fa_1: 15 / 300
xnor2_1: 8 / 70.1
xor2_1: 4 / 35.0
dfxtp_1: 16 / 320
nand2_1: 10 / 37.5
## worst reg2reg max path, delay by kind of cell, from the launching register on
family / cells / cell delay [ps]
buf+inv: 1 / 320
simple gates: 1 / 80
flops: 1 / 800
compound gates: 3 / 740
xor+xnor: 1 / 120
fa+ha+maj: 2 / 880
## final cells by class
type,count,area [µm²]
fill,506,3040
multi-input combinational,119,1100
sequential,16,320
timing repair buffer,12,118
inverter,27,101
tap,67,83.8
clock buffer,4,55.1
## per-stage QoR
stage	hold slack, ps	setup WS (ps)	utilization, %	cells
finish	727	2350	36.9	245
global route	785	2090	36.9	245
CTS	734	2350	36.9	245
detailed placement	715	2100	35.8	241
global placement	705	2100	35.8	241
floorplan	696	2790	-	165
## path summary, 6_finish.rpt
kind / from / end / slack [ps] / depth (start not counted)
setup reg to reg: data[15]$_DFF_P_ / data[14]$_DFF_P_ / 2990 / 8
setup / recovery: pcm[9] / data[14]$_DFF_P_ / 2350 / 8
hold / removal: data[0]$_DFF_P_ / data[0]$_DFF_P_ / 730 / 4
hold reg to reg: data[0]$_DFF_P_ / data[0]$_DFF_P_ / 730 / 4
